<file path="/design/flow/config.mk">
export PLATFORM = sky130hd
export DESIGN_NAME = connectFourAI_defensive
export DESIGN_NICKNAME = connectFourAI_defensive
export VERILOG_FILES = /design/flow/design.v
export SDC_FILE = /design/flow/constraint.sdc
export NUM_CORES = 4
export LEC_CHECK = 1
export CORE_UTILIZATION = 30
export SYNTH_HDL_FRONTEND = slang
</file>
<file path="/design/flow/constraint.sdc">
current_design connectFourAI_defensive

set clk_period 29.6
set clk_io_pct 0.2

create_clock -name clk0 -period $clk_period

set non_clock_inputs [all_inputs -no_clocks]
set_input_delay [expr $clk_period * $clk_io_pct] -clock clk0 $non_clock_inputs
set_output_delay [expr $clk_period * $clk_io_pct] -clock clk0 [all_outputs]
</file>
<file path="/design/flow/design.v">
module connectFourAI_defensive(
    input [83:0] gameState,
    output [3:0] aiMove,
    output [4:0] maxConnectOut,
    input clk, reset
);
    wire [13:0] rowArray[5:0];
    assign {rowArray[5], rowArray[4], rowArray[3], rowArray[2], rowArray[1], rowArray[0]} = gameState;
    wire [4:0] maxConnect[6:0];
    genvar i;
    generate
        for (i = 0; i < 7; i = i + 1) begin: maxConnectFinders
            maxConnectFinder_defensive maxFinder (
                .clk(clk),
                .row0(rowArray[0]),
                .row1(rowArray[1]),
                .row2(rowArray[2]),
                .row3(rowArray[3]),
                .row4(rowArray[4]),
                .row5(rowArray[5]),
                .moveColumn(i[3:0]),
                .maxConnect(maxConnect[i])
            );
        end
    endgenerate
    wire [4:0] foundMax;
    findMaximum_defensive findMax (
        .in0(maxConnect[0]),
        .in1(maxConnect[1]),
        .in2(maxConnect[2]),
        .in3(maxConnect[3]),
        .in4(maxConnect[4]),
        .in5(maxConnect[5]),
        .in6(maxConnect[6]),
        .out(foundMax)
    );
    assign aiMove = (foundMax == maxConnect[3]) ? 3 :
                    (foundMax == maxConnect[2]) ? 2 :
                    (foundMax == maxConnect[4]) ? 4 :
                    (foundMax == maxConnect[1]) ? 1 :
                    (foundMax == maxConnect[5]) ? 5 :
                    (foundMax == maxConnect[0]) ? 0 : 6;
    assign maxConnectOut = foundMax;
endmodule
module maxConnectFinder_defensive(
    input [13:0] row0, row1, row2, row3, row4, row5,
    input [3:0] moveColumn,
    input clk,
    output [4:0] maxConnect
);
    wire [13:0] rowArray[5:0] = {row5, row4, row3, row2, row1, row0};
    wire [3:0] moveRow = row0[moveColumn*2 +: 2] + row1[moveColumn*2 +: 2] +
                         row2[moveColumn*2 +: 2] + row3[moveColumn*2 +: 2] +
                         row4[moveColumn*2 +: 2] + row5[moveColumn*2 +: 2];
    reg [3:0] upLeft, upRight, left, right, bot, botRight, botLeft;
    reg [3:0] upLeftSelf, upRightSelf, leftSelf, rightSelf, botSelf, botRightSelf, botLeftSelf;
    wire crossCheckSelf = ((upLeftSelf + botRightSelf) >= 4'd4 || 
                           (upRightSelf + botLeftSelf) >= 4'd4 ||
                           (leftSelf + rightSelf) >= 4'd4);
    wire selfWinWire = (botSelf == 4'd10 || botLeftSelf == 4'd10 || botRightSelf == 4'd10 ||
                        leftSelf == 4'd10 || rightSelf == 4'd10 || upLeftSelf == 4'd10 ||
                        upRightSelf == 4'd10 || crossCheckSelf);
    wire [4:0] crossCheck = ((upLeft + botRight) >= 4'd4 || 
                             (upRight + botLeft) >= 4'd4 || 
                             (left + right) >= 4'd4) ? 5'd10 : 5'd0;
    wire [4:0] tempSum = bot + botLeft + botRight + left + right + upLeft + upRight + crossCheck;
    assign maxConnect = (moveRow < 4'd6) ? (selfWinWire ? 5'd30 : tempSum) : 5'd0;
    always @(*) begin
        bot = (moveRow == 0) ? 4'd0 : (rowArray[moveRow-1][moveColumn*2+1] == 1'b1) ? 
              ((moveRow-1 != 0 && rowArray[moveRow-2][moveColumn*2+1] == 1'b1) ? 
              ((moveRow-2 != 0 && rowArray[moveRow-3][moveColumn*2+1] == 1'b1) ? 4'd15 : 4'd5) : 4'd1) : 4'd0;
        botLeft = (moveRow == 0 || moveColumn == 0) ? 4'd0 : (rowArray[moveRow-1][(moveColumn-1)*2+1] == 1'b1) ? 
                  ((moveRow-1 != 0 && moveColumn-1 != 0 && rowArray[moveRow-2][(moveColumn-2)*2+1] == 1'b1) ? 
                  ((moveRow-2 != 0 && moveColumn-2 != 0 && rowArray[moveRow-3][(moveColumn-3)*2+1] == 1'b1) ? 4'd10 : 4'd5) : 4'd1) : 4'd0;
        botRight = (moveRow == 0 || moveColumn == 6) ? 4'd0 : (rowArray[moveRow-1][(moveColumn+1)*2+1] == 1'b1) ? 
                   ((moveRow-1 != 0 && moveColumn+1 != 6 && rowArray[moveRow-2][(moveColumn+2)*2+1] == 1'b1) ? 
                   ((moveRow-2 != 0 && moveColumn+2 != 6 && rowArray[moveRow-3][(moveColumn+3)*2+1] == 1'b1) ? 4'd10 : 4'd5) : 4'd1) : 4'd0;
        left = (moveColumn == 0) ? 4'd0 : (rowArray[moveRow][(moveColumn-1)*2+1] == 1'b1) ? 
               ((moveColumn-1 != 0 && rowArray[moveRow][(moveColumn-2)*2+1] == 1'b1) ? 
               ((moveColumn-2 != 0 && rowArray[moveRow][(moveColumn-3)*2+1] == 1'b1) ? 4'd10 : 4'd5) : 4'd1) : 4'd0;
        right = (moveColumn == 6) ? 4'd0 : (rowArray[moveRow][(moveColumn+1)*2+1] == 1'b1) ? 
                ((moveColumn+1 != 6 && rowArray[moveRow][(moveColumn+2)*2+1] == 1'b1) ? 
                ((moveColumn+2 != 6 && rowArray[moveRow][(moveColumn+3)*2+1] == 1'b1) ? 4'd10 : 4'd5) : 4'd1) : 4'd0;
        upLeft = (moveColumn == 0 || moveRow == 5) ? 4'd0 : (rowArray[moveRow+1][(moveColumn-1)*2+1] == 1'b1) ? 
                 ((moveColumn-1 != 0 && moveRow+1 != 5 && rowArray[moveRow+2][(moveColumn-2)*2+1] == 1'b1) ? 
                 ((moveColumn-2 != 0 && moveRow+2 != 5 && rowArray[moveRow+3][(moveColumn-3)*2+1] == 1'b1) ? 4'd10 : 4'd5) : 4'd1) : 4'd0;
        upRight = (moveColumn == 6 || moveRow == 5) ? 4'd0 : (rowArray[moveRow+1][(moveColumn+1)*2+1] == 1'b1) ? 
                  ((moveColumn+1 != 6 && moveRow+1 != 5 && rowArray[moveRow+2][(moveColumn+2)*2+1] == 1'b1) ? 
                  ((moveColumn+2 != 6 && moveRow+2 != 5 && rowArray[moveRow+3][(moveColumn+3)*2+1] == 1'b1) ? 4'd10 : 4'd5) : 4'd1) : 4'd0;
        botSelf = (moveRow == 0) ? 4'd0 : (rowArray[moveRow-1][moveColumn*2] == 1'b1) ? 
                  ((moveRow-1 != 0 && rowArray[moveRow-2][moveColumn*2] == 1'b1) ? 
                  ((moveRow-2 != 0 && rowArray[moveRow-3][moveColumn*2] == 1'b1) ? 4'd10 : 4'd3) : 4'd1) : 4'd0;
        botLeftSelf = (moveRow == 0 || moveColumn == 0) ? 4'd0 : (rowArray[moveRow-1][(moveColumn-1)*2] == 1'b1) ? 
                      ((moveRow-1 != 0 && moveColumn-1 != 0 && rowArray[moveRow-2][(moveColumn-2)*2] == 1'b1) ? 
                      ((moveRow-2 != 0 && moveColumn-2 != 0 && rowArray[moveRow-3][(moveColumn-3)*2] == 1'b1) ? 4'd10 : 4'd3) : 4'd1) : 4'd0;
        botRightSelf = (moveRow == 0 || moveColumn == 6) ? 4'd0 : (rowArray[moveRow-1][(moveColumn+1)*2] == 1'b1) ? 
                       ((moveRow-1 != 0 && moveColumn+1 != 6 && rowArray[moveRow-2][(moveColumn+2)*2] == 1'b1) ? 
                       ((moveRow-2 != 0 && moveColumn+2 != 6 && rowArray[moveRow-3][(moveColumn+3)*2] == 1'b1) ? 4'd10 : 4'd3) : 4'd1) : 4'd0;
        leftSelf = (moveColumn == 0) ? 4'd0 : (rowArray[moveRow][(moveColumn-1)*2] == 1'b1) ? 
                   ((moveColumn-1 != 0 && rowArray[moveRow][(moveColumn-2)*2] == 1'b1) ? 
                   ((moveColumn-2 != 0 && rowArray[moveRow][(moveColumn-3)*2] == 1'b1) ? 4'd10 : 4'd3) : 4'd1) : 4'd0;
        rightSelf = (moveColumn == 6) ? 4'd0 : (rowArray[moveRow][(moveColumn+1)*2] == 1'b1) ? 
                    ((moveColumn+1 != 6 && rowArray[moveRow][(moveColumn+2)*2] == 1'b1) ? 
                    ((moveColumn+2 != 6 && rowArray[moveRow][(moveColumn+3)*2] == 1'b1) ? 4'd10 : 4'd3) : 4'd1) : 4'd0;
        upLeftSelf = (moveColumn == 0 || moveRow == 5) ? 4'd0 : (rowArray[moveRow+1][(moveColumn-1)*2] == 1'b1) ? 
                     ((moveColumn-1 != 0 && moveRow+1 != 5 && rowArray[moveRow+2][(moveColumn-2)*2] == 1'b1) ? 
                     ((moveColumn-2 != 0 && moveRow+2 != 5 && rowArray[moveRow+3][(moveColumn-3)*2] == 1'b1) ? 4'd10 : 4'd3) : 4'd1) : 4'd0;
        upRightSelf = (moveColumn == 6 || moveRow == 5) ? 4'd0 : (rowArray[moveRow+1][(moveColumn+1)*2] == 1'b1) ? 
                      ((moveColumn+1 != 6 && moveRow+1 != 5 && rowArray[moveRow+2][(moveColumn+2)*2] == 1'b1) ? 
                      ((moveColumn+2 != 6 && moveRow+2 != 5 && rowArray[moveRow+3][(moveColumn+3)*2] == 1'b1) ? 4'd10 : 4'd3) : 4'd1) : 4'd0;
    end
endmodule
module findMaximum_defensive(
    input [4:0] in0, in1, in2, in3, in4, in5, in6,
    output [4:0] out
);
    wire [4:0] comp1 = (in0 > in1) ? in0 : in1;
    wire [4:0] comp2 = (in2 > in3) ? in2 : in3;
    wire [4:0] comp3 = (in4 > in5) ? in4 : in5;
    wire [4:0] comp4 = (comp1 > comp2) ? comp1 : comp2;
    wire [4:0] comp5 = (comp4 > comp3) ? comp4 : comp3;
    assign out = (comp5 > in6) ? comp5 : in6;
endmodule
</file>
<file path="/design/flow/run.sh">
#!/bin/bash
# OpenROAD 26Q1-2900-gdf79404cd8, Yosys 0.63+post, stock flow scripts
make -C /OpenROAD-flow-scripts/flow DESIGN_CONFIG=/design/flow/config.mk WORK_HOME=/design/flow/orfs finish
</file>
==> deck_impl_summary.md <==
Run Summary

Route
  – Routed Antenna Nets: 0
  – Remaining DRCs: 0
  – Via count: roughly 21000
  – Drt wl/cell: approximately 24 um
  – WL final: approximately 86000 um
  – First-pass DRT Iterations: 6
  – Initial DRC count: 1666
  – Via density: just under 6

Synth
  – Yosys warns: 0
  – Syn_area_per_cell: ~7.9 sq um
  – Register share after synthesis: 0%
  – Ys cells: 2668
  – Mapped Cells: about 2700
  – Cell variety after synth: just over 100
  – Synth Cell Area: about 21000 sq um
  – Area reported by Yosys stat: between 20000 and 25000 sq um

Finish
  – Layout cell share with drive strength beyond 1: 14.8%
  – FILL cells: 7280
  – Fin cells: about 3700
  – Layout area overhead: 12.8%
  – Final standard cell utilization of the core: around a third
  – Design area: between 20000 and 25000 sq um
  – Dominant logic cell types in the final layout: 261 x nand2_1, 227 x inv_1, 191 x mux2i_1
  – Commonest Layout Cell: nand2_1
  – Flop count: 0
  – Flop area: 0 sq um
  – Clk_buf instances: 0

Timing
  – Setup violators final: 0
  – Achievable Freq: around 0.035 GHz
  – Pins Over Slew Limit: 0
  – Worst-Margin Slew: 979 ps
  – Slew headroom: around a third
  – Setup TNS: 0 ps
  – Final hold vios: 0
  – Period utilisation layout: a little over nine tenths
  – Tmin final: around 29000 ps
  – RSZ-0062 raised after global routing: no
  – Final worst setup slack: approximately 800 ps

Floorplanning
  – Core Rows: between 90 and 100
  – I/O pins: ~95
  – Die area: around 71000 sq um
  – Die x size: roughly 270 um
  – Core region area: a little under 70000 sq um
  – Core Util at FP: a little under a third
  – Die Ht: 267 um

Placed design
  – Routability cong.: approximately 1.1
  – PortBufs: approximately 92
  – Setup Slack @ Placement: 161 ps
  – Placed Area: around 24000 sq um
  – HPWL Detailed: ~65000 um
  – Placed Cells incl. Taps: 3644

Worst setup path
  – Crit path DAT: between 20000 and 25000 ps
  – Critical path peak fanout: 9
  – Critical path's most frequent cell: fa_1
  – Worst path max stage delay: 620 ps
  – Data required, critical path: 23680 ps
  – CP startpoint kind: primary input
  – Worst Setup Path Type: in -> out
  – CP endpoint kind: primary output
  – Worst path slowest cell: fa_2

GRT
  – Largest net degree at the start of global routing: between 70 and 80
  – Initial antenna violation count: 1
  – First-pass GRT wire length: ~130000 um
  – Vias in the first global route: ~21000
  – Congestion Overflow GR: 0
  – GRT Util Overall: between 20% and 30%

Power
  – P_leak: 10.3 nW
  – Worst IR Drop VDD: approximately 3300 uV
  – Sw power: between 15 and 20 mW
  – PD cells: 1440 nW/um^2
  – Power Internal: about 16 mW
  – Switching Fraction: 53.8%

CTS
  – Hold-fix buffers at CTS: 0

Hold path
  – HP Class: in -> out

Run
  – Max cap viols: 0
  – Total tool warning count: between 80 and 90

Outcome
  – Status: complete, no violations
## worst paths after layout
kind / start / to / cells after the start
max: gameState[6] / aiMove[2] / 73
min: gameState[36] / maxConnectOut[0] / 12
## metrics by stage
stage / hold WS [ps] / power [mW]
global route: 14290 / 36.3
floorplan: 12750 / 18.4
CTS: 14160 / 29.7
finish: 14160 / 34.1
detailed placement: 14150 / 29.7
global placement: 14150 / 30.2
## cells by family after synthesis
family / synth area share (%)
adder cells (fa/ha/maj): 22.7
buffers and inverters: 8.43
other: 0.0179
AND/OR/NAND/NOR: 19.8
XOR/XNOR: 6.28
AND-OR/OR-AND: 20.0
multiplexers: 22.8
## power by group through the flow
stage / Clock, mW / Combinational [mW] / Sequential [mW]
4_1_cts: 0 / 29.7 / 0
5_1_grt: 0 / 36.3 / 0
## cells in the mapped netlist, types with 44 or more instances
cell,n,area share (%)
nand2_1,262,4.7
inv_1,227,4.1
mux2i_1,191,9.1
ha_1,169,10
a21oi_1,166,4.0
nor2_1,166,3.0
clkbuf_1,143,2.6
fa_1,132,13
nor3_1,123,2.9
mux4_2,101,11
o21ai_0,93,2.2
nand3_1,83,2.0
mux2_2,52,2.8
xnor2_1,51,2.1
o211ai_1,44,1.6
## worst max-delay path: cells and delay by family
| kind | cells | cell delay [ps] |
|---|---|---|
| AOI/OAI and AO/OA | 19 | 3850 |
| xor gates and xnor gates | 5 | 1070 |
| adders and majority gates | 16 | 6620 |
| buffers and inverters | 13 | 2110 |
| and+or+nand+nor | 20 | 3320 |
## layout make-up
class | instances | area (sq um) | share of cell area [%]
Antenna cell | 2 | 5.00 | 0.0211
Inverter | 236 | 886 | 3.74
Multi-Input combinational cell | 2221 | 19400 | 81.9
Tap cell | 931 | 1160 | 4.92
Timing Repair Buffer | 262 | 2230 | 9.44
## layer usage
layer | GRT usage, % | vias to the layer above | share of wire [%]
met3 | 10.9 | 221 | 13
li1 | - | 9838 | -
met5 | 0.139 | - | 0
met1 | 33.6 | 10200 | 40
met4 | 9.66 | 0 | 4.5
met2 | 36.6 | 1162 | 42
## what timing repair did
item / CTS / global route
buffers inserted: 0 / 6
endpoints found under the setup margin: 0 / 3
endpoints found under the hold margin: 0 / 0
resized: 0 / 28
Power and IR drop assume default switching activity.
